File: ./design.v
module rd_fifo_interface #(
	parameter RD_FIFO_DATA_WIDTH = 136,
	parameter ERROR_CODE_WIDTH = 8
)
(
	input i_clk,
	input i_rst,
	output [RD_FIFO_DATA_WIDTH-1:0] o_rd_fifo_data,
	output reg						o_rd_fifo_we,
	input 							i_rd_fifo_full,
	input [7:0]						i_ctrl_data,
	input [ERROR_CODE_WIDTH-1:0]	i_ctrl_error_code,
	input							i_ctrl_we,
	input							i_ctrl_flush,	 
	output reg						o_ctrl_full
);
function integer log2;
	input integer value;
begin
	if (value <= 2) begin
		log2 = 1;
	end else begin
		for (log2 = 0; value > 1; log2 = log2 + 1)
			value = value >> 1;
	end
end
endfunction
function integer ceil_division;
	input [31:0] a, b;
	integer remainder;
begin
	remainder = a % b;
	if (remainder != 0)
		ceil_division = (a-remainder)/b + 1;
	else
		ceil_division = a/b;
end
endfunction
	localparam STATE_WRITE_TO_FIFO 	= 0;
	localparam STATE_INPUT			= 1;
	reg state_reg, state_next;
	localparam JUST_DATA_WIDTH = RD_FIFO_DATA_WIDTH-ERROR_CODE_WIDTH;
	localparam NUM_OF_BYTES = ceil_division(JUST_DATA_WIDTH,8);
	reg [log2(NUM_OF_BYTES)-1:0] index_reg, index_next;
	reg [JUST_DATA_WIDTH-1:0] buffer_data_reg, buffer_data_next;
	reg [ERROR_CODE_WIDTH-1:0] buffer_error_reg, buffer_error_next;
	always @(posedge i_clk) begin
		if (i_rst) begin
			state_reg <= STATE_INPUT;
			buffer_data_reg <= 0;
			buffer_error_reg <= 0;
			index_reg <= 0;
		end else begin
			state_reg <= state_next;
			buffer_data_reg <= buffer_data_next;
			buffer_error_reg <= buffer_error_next;
			index_reg <= index_next;
		end
	end
	always @* begin
		state_next = state_reg;
		buffer_data_next = buffer_data_reg;
		buffer_error_next = buffer_error_reg;
		index_next = index_reg;
		o_ctrl_full = 0;
		o_rd_fifo_we = 0;
		case (state_reg)
			STATE_WRITE_TO_FIFO: begin
				o_ctrl_full = 1;
				if (!i_rd_fifo_full) begin
					o_rd_fifo_we = 1;
					index_next = 0;
					buffer_data_next = 0;
					buffer_error_next = 0;
					state_next = STATE_INPUT;
				end
			end
			STATE_INPUT: begin
				if (i_ctrl_we) begin
					if (index_reg == 0)
						buffer_data_next[127:120] = i_ctrl_data;
					else if (index_reg == 1)
						buffer_data_next[119:112] = i_ctrl_data;
					else if (index_reg == 2)
						buffer_data_next[111:104] = i_ctrl_data;
					else if (index_reg == 3)
						buffer_data_next[103:96] = i_ctrl_data;
					else if (index_reg == 4)
						buffer_data_next[95:88] = i_ctrl_data;
					else if (index_reg == 5)
						buffer_data_next[87:80] = i_ctrl_data;
					else if (index_reg == 6)
						buffer_data_next[79:72] = i_ctrl_data;
					else if (index_reg == 7)
						buffer_data_next[71:64] = i_ctrl_data;
					else if (index_reg == 8)
						buffer_data_next[63:56] = i_ctrl_data;
					else if (index_reg == 9)
						buffer_data_next[55:48] = i_ctrl_data;
					else if (index_reg == 10)
						buffer_data_next[47:40] = i_ctrl_data;
					else if (index_reg == 11)
						buffer_data_next[39:32] = i_ctrl_data;
					else if (index_reg == 12)
						buffer_data_next[31:24] = i_ctrl_data;
					else if (index_reg == 13)
						buffer_data_next[23:16] = i_ctrl_data;
					else if (index_reg == 14)
						buffer_data_next[15:8] = i_ctrl_data;
					else if (index_reg == 15)
						buffer_data_next[7:0] = i_ctrl_data;
					buffer_error_next = i_ctrl_error_code;
					if (index_reg == NUM_OF_BYTES-1) begin
						state_next = STATE_WRITE_TO_FIFO;
					end else begin
						index_next = index_reg + 1;
					end
				end
				if (i_ctrl_flush) begin
					state_next = STATE_WRITE_TO_FIFO;
				end				
			end
		endcase
	end
	assign o_rd_fifo_data = {buffer_error_reg,buffer_data_reg};
endmodule
File: ./config.mk
export PLATFORM = sky130hd
export DESIGN_NAME = rd_fifo_interface
export DESIGN_NICKNAME = rd_fifo_interface
export VERILOG_FILES = /design/flow/design.v
export SDC_FILE = /design/flow/constraint.sdc
export NUM_CORES = 4
export LEC_CHECK = 1
export CORE_UTILIZATION = 30
File: ./run.sh
#!/bin/bash
# OpenROAD 26Q1-2900-gdf79404cd8, Yosys 0.63+post, stock flow scripts
make -C /OpenROAD-flow-scripts/flow DESIGN_CONFIG=/design/flow/config.mk WORK_HOME=/design/flow/orfs finish
File: ./constraint.sdc
current_design rd_fifo_interface

set clk_period 3.6
set clk_io_pct 0.2

create_clock -name clk0 -period $clk_period [get_ports {i_clk}]

set non_clock_inputs [all_inputs -no_clocks]
set_input_delay [expr $clk_period * $clk_io_pct] -clock clk0 $non_clock_inputs
set_output_delay [expr $clk_period * $clk_io_pct] -clock clk0 [all_outputs]
==> results.tsv <==
metric	value	unit
outcome	complete, no violations	
ios	159	
power.leakage	3.43	nW
r2r_start	index_reg[1]$_SDFFE_PP0P_	
cts_buffer_depth	2	
syn_avg_cell_area	10.5	um2
crit_path_end	o_rd_fifo_we	
clk_pin_slew	0.06	ns
io_buffers	158	
fin_tns_setup	0	ns
tritoncts	done	
yosys.area_share.adder	0.862	%
ys_types	43	
path_max_fanout	12	
tightest_slew	0.897	ns
crit_family	buffers and inverters	
cpMostUsedCell	clkdlybuf4s50_1	
floorplanUtilization	30.8	%
critPathCaptureType	primary output	
cts_resized	0	
finalClockPeriodUsage	82.2	%
clock_skew	0.00920	ns
final_antenna_net_count	0	
hp-class	reg2reg	
rows	50	
dpl.cell_count	941	
critPathLaunch	i_rd_fifo_full	
register_area	2820	um2
ys_sh_aoi	4.98	%
clock_sinks	141	
post_cts_buffers	0	
path_class	in2out	
ys_area	5800	um2
period_needed	2.96	ns
setup_viol	0	
path_buffers	3	
worstSetupStartpointType	primary input	
numCtsBuffers	17	
combGateArea	2800	um2
die_area	19900	um2
vias	4383	
cts-root-buf	clkbuf_16	
ys.flop_type	dfxtp_1	
maxCapViolCount	0	
die_x	141	um
yosys_cells	554	
drc	0	
antenna_cells	0	
syn_area	5800	um2
netlist_instances	554	
slew_viol_final	0	
chipHeight	141	um
grt_max_degree	78	
dr.pass1.iters	4	
edf_count	0	
synth_xor_xnor_area_share	0.151	%
cp_slowest_cell	clkdlybuf4s50_1	
syn2layout_area_growth	40.9	%
drive_above_1_share	8.70	%
cp_num_cells	4	
largest_reg_flops	128	
cp_data_required_time	2.88	ns
drt-vias-per-instance	4.50	
grt.overflow.total	0	
relSlewSlack	40.2	%
dp_hpwl	10700	um
htree_levels	4	
simple_gate_area_share	21.3	%
async_flop_share	0	%
r2r_end	buffer_data_reg[76]$_SDFFE_PP0P_	
yosys_warnings	1	
grt_pass1_vias	4411	
clock.fmax	338	MHz
dp_slack	0.636	ns
path_cells	clkdlybuf4s50_1 -> or2_2 -> clkinv_1 -> clkdlybuf4s50_1	
reg2regPathDepth	7	
p_per_area	457	nW/um2
finalHoldViolCount	0	
arrival	2.24	ns
grt_use_total	16.5	%
wire_per_inst	16.4	um
warnings	28	
muxShareOfSynthArea	20.9	%
routed_wl	15900	um
cts_hold_buf	0	
worstSkewPairLatency	0.42	ns
drt-initial-drc-count	245	
worst_slack	0.640	ns
stdcell_count	973	
place.gp.congestion	0.810	
fillers	1731	
topCombFamilyByArea	simple AND/OR/NAND/NOR gates	
coreArea	18800	um2
antenna_found_initial	0	
reg2reg_slack	1.22	ns
grt_first_pass_wirelength	24600	um
rsz0062_at_grt	false	
ys_seq_share	48.6	%
max-vdd-ir-drop	0.305	mV
fin_util	43.4	%
max_stage_delay	0.53	ns
synth_flops	141	
[kinds of logic (layout without fill, tap and decap cells)]
kind of cell | Yosys count | in the layout
simple gates | 206 | 206
mux | 121 | 121
buf+inv | 45 | 204
fa+ha+maj | 4 | 4
xor+xnor | 1 | 1
compound gates | 36 | 36
flops | 141 | 141
[through the flow]
stage | hold WS, ns | instance area [um2] | power [mW]
2_1_floorplan | 0.433 | 5800 | 1.90
3_3_place_gp | 0.460 | 7600 | 2.09
3_5_place_dp | 0.463 | 7600 | 2.09
4_1_cts | 0.473 | 8180 | 3.78
5_1_grt | 0.488 | 8180 | 3.88
6_report | 0.472 | 8180 | 3.74
[how the worst min path moves through the flow]
stage	start	to	slack [ns]	depth (start not counted)
after CTS	buffer_data_reg[123]$_SDFFE_PP0P_	buffer_data_reg[123]$_SDFFE_PP0P_	0.47	2
final	buffer_data_reg[123]$_SDFFE_PP0P_	buffer_data_reg[123]$_SDFFE_PP0P_	0.47	2
after global routing	buffer_data_reg[123]$_SDFFE_PP0P_	buffer_data_reg[123]$_SDFFE_PP0P_	0.49	2
[metal layers]
metal	vias up	share of wire (%)	track usage [%]
met5	-	0	0
li1	2173	-	-
met2	122	46	25.8
met1	2078	47	24.2
met3	10	5.7	3.77
met4	0	1.0	2.12
[cells in the final DEF (no fill, tap or decap), types with 2 or more instances in the layout]
cell type	instances
inv_6	4
nand2_2	2
nand2b_1	116
mux2i_1	120
o41ai_1	3
or2_2	3
a21oi_1	9
a22oi_1	8
clkinv_8	2
inv_8	4
clkinv_4	2
clkinvlp_4	2
and2_1	10
and3_1	2
nand3_2	8
nand2_1	14
buf_4	7
clkdlybuf4s50_1	157
o21ai_0	8
nor3b_1	2
inv_1	7
ha_1	4
dfxtp_1	141
nor2_1	27
nor2b_1	2
clkbuf_16	17
nand3_1	12
a2111oi_4	2
[cell type report]
| cell class | instances | share of cell area (%) |
|---|---|---|
| clock buffer | 17 | 5.20 |
| inverter | 8 | 0.367 |
| sequential | 141 | 34.5 |
| clock inverter | 15 | 1.84 |
| multi-input combinational | 368 | 34.3 |
| tap | 260 | 3.98 |
| timing repair buffer | 164 | 19.9 |
[synthesized netlist by cell type (all sizes together) (4+ instances only)]
| master | number | share of area [%] |
|---|---|---|
| a22oi | 8 | 1.0 |
| ha | 4 | 0.86 |
| dfxtp | 141 | 49 |
| clkbuf | 31 | 2.0 |
| nand2b | 116 | 13 |
| inv | 7 | 0.45 |
| a21oi | 9 | 0.78 |
| buf | 6 | 0.65 |
| nand2 | 16 | 1.1 |
| mux2i | 120 | 21 |
| and2 | 10 | 1.1 |
| nand3 | 20 | 2.4 |
| o21ai | 9 | 0.84 |
| nor2 | 27 | 1.7 |
[tightest hold or removal path, cell delays in order (launching register included)]
cell	delay, ns
dfxtp_1	0.31
nand3_1	0.06
a21oi_1	0.06
[power by group]
part / internal (mW) / leakage [nW] / switching [mW]
clock: 0.919 / 0.278 / 0.760
sequential: 1.61 / 1.14 / 0.0308
combinational: 0.213 / 2.01 / 0.200
total: 2.74 / 3.43 / 0.990
Power figures rest on the tool's default switching activity, not on a simulated workload.
